<file path="flow/config.mk">
export PLATFORM = sky130hd
export DESIGN_NAME = pipo
export DESIGN_NICKNAME = pipo
export VERILOG_FILES = /design/flow/design.v
export SDC_FILE = /design/flow/constraint.sdc
export NUM_CORES = 4
export LEC_CHECK = 1
export CORE_AREA = 10 10 70 70
export DIE_AREA = 0 0 80 80
</file>
<file path="flow/constraint.sdc">
current_design pipo

set clk_period 1.0
set clk_io_pct 0.2

create_clock -name clk0 -period $clk_period [get_ports {clk}]

set non_clock_inputs [all_inputs -no_clocks]
set_input_delay [expr $clk_period * $clk_io_pct] -clock clk0 $non_clock_inputs
set_output_delay [expr $clk_period * $clk_io_pct] -clock clk0 [all_outputs]
</file>
<file path="flow/design.v">
module pipo(clk,rst,ld,pin,pout);
  input clk,rst,ld;
  input [3:0] pin;
  output reg [3:0] pout;
  always @(posedge clk)
    begin
      if(!rst)
      	pout=4'b0000;
      else if(ld)
        pout<=pin;
      else
        pout<=(pout<<1);
    end
endmodule
</file>
<file path="flow/run.sh">
#!/bin/bash
# OpenROAD 26Q1-2900-gdf79404cd8, Yosys 0.63+post, stock flow scripts
make -C /OpenROAD-flow-scripts/flow DESIGN_CONFIG=/design/flow/config.mk WORK_HOME=/design/flow/orfs finish
</file>
==> notes.md <==
impl run done, here's what came out: outcome finished clean, hold bufs inserted after CTS 0, core area 0.00342 mm2, maximum clock skew at final layout ~0.0029 ns, min cycle time layout around 0.96 ns, number of different library cells in the post-synthesis netlist 4, setup repair after global routing missed its margin false, DR vias/cell ~1.8, crit path capture type output port, switching power as a share of total power 0.179, PortBufs 10, average detailed-routed wire length per instance slightly above 7 um, number of pins exceeding their max-slew limit in the final report 0, Worst Max-Slew Pin Slew about 0.20 ns, Syn-to-layout area delta 138%, clock latency at the later pin of the worst-skew pair around 0.23 ns, antenna violations before repair 0, maximum VDD drop 0.224 mV, number of buffers added by the clock tree synthesis step 3, CP peak stage delay ~0.3 ns, largest net degree at the start of global routing 5, count of final hold-check violations 0, number of global-route vias before repair 140, Final Cycle Share 0.965, total routing resource utilization after global routing 0.0167, total of endpoints with negative setup slack in the final report 0, ANT cells 0, global-route wire length before repair 738 um, detailed-routing iteration count for the pre-antenna-repair pass 2, registers with the most flip-flops pout (4), reg2reg setup slack ~0.30 ns, top cell type's share of synthesized area 0.587, part of the power in combinational logic 0.130, Internal Dissipation ~0.34 mW, clock root buffer master sky130_fd_sc_hd__clkbuf_4, Iteration-0 DRC Markers 2, placement-stage worst setup slack -0.169 ns, number of max-cap violations 0, total die area around 0.0064 mm2, sequential cell fraction of total power 0.412, final setup margin 0.0351 ns, most used logic cell in the final layout sky130_fd_sc_hd__clkdlybuf4s50_1, Mean Syn Cell Area around 12 um2, CTS tree done, area taken by multi-input logic gates approximately 56 um2, launching element type of the critical path register, Synth Warn # 1, buffer and inverter count on the worst path 1, Critical Path RT roughly 0.80 ns, relative slew slack 0.866, synthesis area per yosys 136 um2, final total power 0.420 mW, routability congestion estimate 0.649, # rows 21, count of H-tree levels built during CTS 1, power dissipated by switching net loads approximately 0.075 mW, CP delay by family, top flip-flops, synthesized instance count 11, Die Span X 80 um, number of inserted filler cells in the final layout approximately 400, Synth Register Bits 4, top achievable clock speed approximately 1.0 GHz, wire length after detailed routing slightly above 500 um, FF/Latch Area approximately 83 um2, Leakage Power between 0.1 and 0.15 nW, list of cells traversed by the critical path dlygate4sd2_1, residual DRC count 0, maximum buffer depth of the clock tree 2, register with the most flip-flops pout, OpenROAD warnings 25, maximum fanout count along the critical path 2, proportion of layout cells with a drive suffix above 1 0.280, path class of the lowest-slack min-delay path reg -> reg, clock edge transition at the registers on the reported setup and hold paths around 0.040 ns, power density over cell area between 1000 and 1500 mW/mm2, post-synthesis cell count from yosys 11, most frequent cells in the layout 6 x sky130_fd_sc_hd__clkdlybuf4s50_1, 3 x sky130_fd_sc_hd__mux2i_1, 3 x sky130_fd_sc_hd__nor2b_1, 3 x sky130_fd_sc_hd__clkbuf_4, clk sink count 4, post-detailed-route count of antenna-violating nets 0, WP data arrival approximately 0.76 ns, Worst Path Class, Setup reg -> out, library cell with the largest summed area after synthesis sky130_fd_sc_hd__dfxtp_1, register area share after synthesis 0.587, share of total power in the clock network 0.458, Congestion Overflow GR 0, Critical Path Slowest Stage Cell sky130_fd_sc_hd__dfxtp_1, number of vias after detailed routing about 130, Layout Utilization 0.0949, dominant cells by area after synthesis sky130_fd_sc_hd__dfxtp_1 59%, sky130_fd_sc_hd__mux2i_1 22%, sky130_fd_sc_hd__nor2b_1 14%, Syn Std Cell Area approximately 140 um2, y dimension of the die 80 um, max reg flops 4, number of top-level pins 11, floorplan utilization 0.0399
-- synth_stat cells --
| cell type | instances |
|---|---|
| sky130_fd_sc_hd__nor2b_1 | 3 |
| sky130_fd_sc_hd__and3_2 | 1 |
| sky130_fd_sc_hd__dfxtp_1 | 4 |
| sky130_fd_sc_hd__mux2i_1 | 3 |
-- final timing paths --
check             endpoint    start  cells after the start
setup / recovery   pout[1]  pout[1]                      1
hold / removal     pout[2]  pout[1]                      2
setup reg to reg   pout[3]  pout[2]                      3
hold reg to reg    pout[2]  pout[1]                      2
-- tightest hold or removal path: stages (launching register included) --
cell                      delay, ns
sky130_fd_sc_hd__dfxtp_1       0.31
sky130_fd_sc_hd__mux2i_1       0.07
sky130_fd_sc_hd__nor2b_1       0.09
-- power groups by stage --
stage	Sequential [mW]	Combinational (mW)	Clock [mW]
after CTS	0.173	0.0521	0.205
after global routing	0.174	0.0595	0.209
final	0.173	0.0546	0.192
-- through the flow --
stage	hold WS, ns	TNS, ns	std cells	instance area (um2)
after floorplan	0.328	0	11	136
after global placement	0.513	-0.421	67	294
after detailed placement	0.516	-0.508	67	294
after CTS	0.508	0	70	313
after global routing	0.524	0	71	324
final	0.504	0	71	324
-- cell families (layout without fill, tap and decap cells) --
group / Yosys count / in the layout / synth area share
flops: 4 / 4 / 0.587
simple gates: 4 / 4 / 0.193
mux: 3 / 3 / 0.220
buf+inv: 0 / 14 / 0
-- what timing repair did --
| action | 4_1_cts | 5_1_grt |
|---|---|---|
| buffers inserted | 0 | 1 |
| setup endpoints to repair | 4 | 2 |
| resized | 5 | 3 |
-- routing by layer --
layer  global-route usage  wire (um)  share of wire
met1               0.0167        211           0.41
met2               0.0193        187           0.36
met5                    0          0              0
met4              0.00352          0              0
met3               0.0239        117           0.23
-- area by class of cell --
cell class | count | area share
tap | 46 | 0.178
timing repair buffer | 11 | 0.324
sequential | 4 | 0.255
clock buffer | 3 | 0.0695
multi-input combinational | 7 | 0.174
Power is estimated from default activity; no workload was simulated.
