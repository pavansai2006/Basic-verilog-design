<file path="flow/design.v">
module encoder(in,out);
  input [7:0] in;
  output reg [3:0] out;
  always @(*)
    begin
      out=3'b000;
      case(in)
        8'b00000000: out=3'b000;
        8'b00000001: out=3'b001;
        8'b00000010: out=3'b010;
	    8'b00000100: out=3'b010;
		8'b00001000: out=3'b011;
		8'b00010000: out=3'b100;
		8'b00100000: out=3'b101;
		8'b01000000: out=3'b110;
		8'b10000000: out=3'b111;
		default: out=3'b000;
      endcase
    end
endmodule
</file>
<file path="flow/run.sh">
#!/bin/bash
# OpenROAD 26Q1-2900-gdf79404cd8, Yosys 0.63+post, stock flow scripts
make -C /OpenROAD-flow-scripts/flow DESIGN_CONFIG=/design/flow/config.mk WORK_HOME=/design/flow/orfs finish
</file>
<file path="flow/config.mk">
export PLATFORM = sky130hd
export DESIGN_NAME = encoder
export DESIGN_NICKNAME = encoder
export VERILOG_FILES = /design/flow/design.v
export SDC_FILE = /design/flow/constraint.sdc
export NUM_CORES = 4
export LEC_CHECK = 1
export CORE_AREA = 10 10 70 70
export DIE_AREA = 0 0 80 80
</file>
<file path="flow/constraint.sdc">
current_design encoder

set clk_period 1.7
set clk_io_pct 0.2

create_clock -name clk0 -period $clk_period

set non_clock_inputs [all_inputs -no_clocks]
set_input_delay [expr $clk_period * $clk_io_pct] -clock clk0 $non_clock_inputs
set_output_delay [expr $clk_period * $clk_io_pct] -clock clk0 [all_outputs]
</file>
==> flow_metrics.env <==
# physical design summary
export IMPL_fp_row_count=21
export IMPL_drt_total_wl_um=745
export IMPL_worst_path_buf_inv=2
export IMPL_grt_pass1_vias=264
export IMPL_nClkBuffers=0
export IMPL_hp_class="input pin to output pin"
export IMPL_p_per_area_nw_per_um2=184
export IMPL_core_um2=3420
export IMPL_yosys_area_top_type_share_pct=9.79
export IMPL_logic_area_um2=206
export IMPL_synth_cells=28
export IMPL_grt_pass1_wl_um=1240
export IMPL_gp_congestion=0.782
export IMPL_initCoreUtil_pct=5.24
export IMPL_yosys_top_cells_area="xor2_1 9.8%, a211oi_1 8.4%, o211ai_1 8.4%"
export IMPL_maxCapViolCount=0
export IMPL_ys_cells=28
export IMPL_start_kind="input pin"
export IMPL_chip_area_um2=6400
export IMPL_ys_seq_share_pct=0
export IMPL_p_leak_uw=0.000171
export IMPL_grt_max_degree=9
export IMPL_first_iter_violations=6
export IMPL_avgViaCountPerCell=2.91
export IMPL_diodes=0
export IMPL_synth_top_cell_by_area="xor2_1"
export IMPL_fmax_mhz=609
export IMPL_cp_max_fo=2
export IMPL_drt_pass1_iterations=2
export IMPL_status="finished clean"
export IMPL_avgSynthCellArea_um2=6.39
export IMPL_fin_setup_tns_ns=0
export IMPL_antenna_found_initial=0
export IMPL_dp_cells=88
export IMPL_yosysChipArea_um2=179
export IMPL_cp_end_kind="output pin"
export IMPL_grt_overflow=0
export IMPL_fillers=394
export IMPL_warning_count=32
export IMPL_final_util_pct=11.8
export IMPL_ys_types=20
export IMPL_track_usage_pct=2.29
export IMPL_path_delay_family="simple AND/OR/NAND/NOR gates"
export IMPL_ctsHoldBuffers=0
export IMPL_flop_area_um2=0
export IMPL_yosys_warnings=1
export IMPL_antenna_left=0
export IMPL_period_used_pct=96.5
export IMPL_ir_worst_vdd_v=0.0000283
export IMPL_final_setup_viol_count=0
export IMPL_portBuffers=11
export IMPL_area_growth_pct=126
export IMPL_finalHoldViolations=0
export IMPL_ios=12
export IMPL_layout_min_cycle_time_ns=1.64
export IMPL_seq_cell_count=0
export IMPL_crit_required_ns=1.36
export IMPL_drc_errors=0
export IMPL_grt_setup_unrepaired="false"
export IMPL_path_class="input pin to output pin"
export IMPL_syn_area_um2=179
export IMPL_finalMaxSlewViolations=0
export IMPL_crit_slowest_cell="or4_4"
export IMPL_stdcell_count=89
export IMPL_layout_drive_gt1_share_pct=55.8
export IMPL_top_cell="inv_1"
export IMPL_holdWs_ns=1.04
export IMPL_worst_ep_arrival_time_ns=1.30
export IMPL_wl_per_cell_um=8.37
export IMPL_path_cells="dlygate4sd2_1 > or4_4 > nor3_4 > buf_2"
export IMPL_die_h_um=80
export IMPL_die_width_um=80
export IMPL_via_count=259
export IMPL_post_dp_hpwl_um=553
export IMPL_max_stage_delay_ns=0.43
==> metrics by stage <==
stage / instance area (um^2) / power [uW] / setup WS [ns]
3_3_place_gp: 374 / 64.1 / -0.731
2_1_floorplan: 179 / 26.8 / 0.361
6_report: 404 / 74.3 / 0.0590
3_5_place_dp: 374 / 64.6 / -0.731
5_1_grt: 404 / 81.5 / 0.0137
4_1_cts: 400 / 70.2 / 0.00600
==> tightest hold or removal path, stage by stage <==
cell and delay, ns:
buf_2 0.09, or4_4 0.13, nor3_4 0.04, buf_2 0.10
==> kinds of logic after synthesis <==
family / after synthesis / synth area share, %
other: 1 / 2.10
buffers and inverters: 6 / 16.1
AND-OR/OR-AND: 10 / 42.0
AND/OR/NAND/NOR: 8 / 25.2
XOR/XNOR: 3 / 14.7
==> power by group <==
group | switching, uW | leakage [uW] | internal (uW)
logic | 36.8 | 0.000171 | 37.5
clock network | 0 | 0 | 0
registers | 0 | 0 | 0
==> cell type report <==
type | instances | area share [%]
inverter | 3 | 2.79
multi-input combinational | 22 | 51.1
timing repair buffer | 18 | 31.9
tap | 46 | 14.2
==> layer usage <==
metal	GRT usage [%]	part of all wire, %
met5	0	0
met2	3.05	31
met3	0.795	12
met1	3.56	57
met4	0	0
==> final timing paths <==
check,from,end,slack (ns),cells past startpoint
min,in[2],out[0],1.04,4
max,in[1],out[0],0.06,4
==> layout by cell type, fill, tap and decap left out, types with 2 or more instances in the layout <==
master and instances:
buf_2 7, buf_4 5, dlygate4sd2_1 2, o211ai_1 2, a211oi_2 2, buf_6 2, xor2_1 2, inv_1 3
nor2_1 2
==> timing repair <==
item                                    4_1_cts  5_1_grt
pin swaps                                     6        2
endpoints found under the hold margin         0        0
resized                                      41        6
setup buffers                                 1        0
cloned                                        0        0
endpoints found under the setup margin        3        3
No activity file was given, so power comes from the tool's default toggle rates.
