===== ./run.sh =====
#!/bin/bash
# OpenROAD 26Q1-2900-gdf79404cd8, Yosys 0.63+post, stock flow scripts
make -C /OpenROAD-flow-scripts/flow DESIGN_CONFIG=/design/flow/config.mk WORK_HOME=/design/flow/orfs finish

===== ./config.mk =====
export PLATFORM = sky130hd
export DESIGN_NAME = piso
export DESIGN_NICKNAME = piso
export VERILOG_FILES = /design/flow/design.v
export SDC_FILE = /design/flow/constraint.sdc
export NUM_CORES = 4
export LEC_CHECK = 1
export CORE_AREA = 10 10 70 70
export DIE_AREA = 0 0 80 80

===== ./constraint.sdc =====
current_design piso

set clk_period 1.0
set clk_io_pct 0.2

create_clock -name clk0 -period $clk_period [get_ports {clk}]

set non_clock_inputs [all_inputs -no_clocks]
set_input_delay [expr $clk_period * $clk_io_pct] -clock clk0 $non_clock_inputs
set_output_delay [expr $clk_period * $clk_io_pct] -clock clk0 [all_outputs]

===== ./design.v =====
module piso(clk,rst,ld,pin,sout);
  input clk,rst,ld;
  input [3:0] pin;
  output sout;
  reg [3:0] q;
  always @(posedge clk)
    begin
      if(!rst)
      	q=4'b0000;
      else if(ld)
        q<=pin;
      else
        q<=(q<<1);
    end
  assign sout=q[3];
endmodule

==> deck_impl_summary.md <==
Implementation Results

Routing
  – Pre-Repair DR Iteration Count: 1
  – Drc violations: 0
  – N_diodes: 0
  – DRT antenna net count: 0
  – Average wire per standard cell: between 6 and 7 um
  – Routed wire length: 418 um
  – Number of vias in the routed layout: about 110
  – Vias/cell: ~1.6
  – Initial DRC count: 0

Final timing
  – Final WS setup: between 0.04 and 0.05 ns
  – Max-slew violations: 0
  – Period utilization: 0.9545
  – Tmin final: 0.9545 ns
  – F_max: between 1000 and 1500 MHz
  – Worst slew pin tran: approximately 0.23 ns
  – RSZ-0062 raised after global routing: false
  – Slew Limit Headroom: 0.8440
  – WHS: 0.4807 ns
  – Final hold viol count: 0
  – Final Setup Violations: 0
  – Setup tns final: 0 ns
  – Worst Skew: approximately 0.0011 ns

Yosys
  – Synth logic family: multiplexers
  – Yosys cell types: 4
  – Post-synth regs: 4
  – Register share after synthesis: 0.5872
  – XOR Share, Synth: 0
  – Synth async-reset ratio: 0
  – Cell area after synthesis: approximately 140 um2
  – Ys flop type: dfxtp_1
  – # Cells Yosys: 11
  – Commonest cells post-synth: dfxtp_1, mux2i_1, nor2b_1
  – Synth top area cells: dfxtp_1, mux2i_1, nor2b_1, and3_2
  – EDFF count, synth: 0
  – Syn Inst Count: 11
  – Post-synth top area cell: dfxtp_1
  – Basic Gates by Area: 0.1927
  – Yosys stat area: roughly 140 um2
  – Syn avg cell area: 12.40 um2
  – Yosys warnings: 1
  – Top-count cell post-synth: dfxtp_1
  – Post-synth top area share: 0.5872
  – Adder share: 0
  – Mux frac, synth: 0.2202
  – Yosys aoi share: 0

Clock network
  – Latency at later pin: ~0.24 ns
  – Root Buffer: clkbuf_4
  – CTS Buf Count: 3
  – Clock Tree Buf Depth: 2
  – CTS tree: yes
  – Clock slew at reported path FFs: about 0.040 ns
  – H-tree lvl count: 1
  – Post-CTS Hold Fix Bufs: 0
  – CTS resizes: 1
  – Clock sinks: 4
  – # Post-CTS Setup Buffers: 0

Layout
  – Biggest regs: q: 4 flops
  – Max FFs per register: 4
  – Fin cells: ~67
  – Area grow syn2layout: 109.2%
  – Comb gate area: 56.30 um2
  – FF/Latch Area: approximately 80 um2
  – Fill cell count: between 400 and 500
  – Share of layout cells above drive strength 1: 0.1905
  – Largest Register: q

Critical path
  – CP delay by family, top: flip-flops
  – CP Capture Type: output pin
  – Critical Path, Cell by Cell: dlygate4sd2_1
  – Max stage delay on crit path: 0.28 ns
  – Cell depth of the worst setup path: 1
  – Worst path slowest cell: dfxtp_1
  – Crit path DRT: around 0.80 ns
  – WP data arrival: 0.75 ns
  – Flop2flop setup slack: about 0.42 ns
  – R2r worst-path depth: 2
  – Crit path launch type: register
  – Critical path class: reg2out
  – Buffers and inverters on the worst path: 1
  – Crit Path Max Fanout: 1

Global route
  – First-pass GRT wire length: 621 um
  – Largest net degree at the start of global routing: 5
  – Vias in the first global route: ~130
  – GRT Overall Usage: 0.01483
  – Grt ovf: 0
  – Initial antenna violation count: 0

Min path
  – Worst hold path class: reg2reg
  – Hold path depth: 2

Floorplanning
  – Die H: roughly 80 um
  – Core area: 3416 um2
  – IO Pins: 8
  – Chip Width: roughly 80 um
  – FP Core Util: 0.03993
  – Die footprint: around 6400 um2
  – Num rows: 21

Place
  – GPL Wtd Cong: about 0.7
  – Port-buffer cells: 7
  – Pre-CTS WS: -0.1846 ns
  – Placed Cells: approximately 64

Flow run
  – Max cap viols: 0
  – Log Warnings: 25

Power
  – Power per cell area: ~1500 nW/um2
  – Peak supply drop: 0.3515 mV
  – Lkg Pwr: about 0.11 nW

Status
  – Outcome: complete, no violations
[cell usage in the layout, fill, tap and decap left out]
cell,netlist,routed
and3_2,1,1
clkbuf_4,0,3
clkdlybuf4s50_1,0,6
dfxtp_1,4,4
dlygate4sd2_1,0,1
mux2i_1,3,3
nor2b_1,3,3
[through the flow]
| stage | instance area (um2) | total power [mW] | utilization |
|---|---|---|---|
| 2_1_floorplan | 136.4 | 0.1851 | - |
| 3_3_place_gp | 264.0 | 0.2174 | 0.07729 |
| 3_5_place_dp | 264.0 | 0.2189 | 0.07729 |
| 4_1_cts | 285.3 | 0.4298 | 0.08352 |
| 5_1_grt | 285.3 | 0.4512 | 0.08352 |
| 6_report | 285.3 | 0.4200 | 0.08352 |
[cells by family (layout without fill, tap and decap cells)]
group         after synthesis  count (layout)
flops                       4               4
mux                         3               3
simple gates                4               4
buf+inv                     0              10
[worst paths after layout]
kind / from / end
max reg2reg: q[0] / q[1]
min: q[1] / q[2]
max: q[3] / sout
min reg2reg: q[1] / q[2]
[layout make-up]
| class | count | share of cell area |
|---|---|---|
| sequential | 4 | 0.2807 |
| timing repair buffer | 7 | 0.2412 |
| tap | 46 | 0.2018 |
| multi-input combinational | 7 | 0.1974 |
| clock buffer | 3 | 0.07895 |
[where the power goes]
group | switching, mW | internal [mW] | leakage, nW
combinational | 0.0116 | 0.0322 | 0.0587
clock | 0.0712 | 0.135 | 0.0138
sequential | 0.00162 | 0.169 | 0.0330
total | 0.0844 | 0.336 | 0.106
[routing by layer]
layer / up-vias / GRT usage / share of wire
met2: 9 / 0.01364 / 0.29
met3: 0 / 0.02614 / 0.28
met5: - / 0 / 0
li1: 57 / - / -
met1: 43 / 0.01532 / 0.43
met4: 0 / 0.001761 / 0
Power figures rest on the tool's default switching activity, not on a simulated workload.
